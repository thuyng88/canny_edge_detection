[/design/flow/constraint.sdc]
current_design CannyEdge

set clk_period 12.3
set clk_io_pct 0.2

create_clock -name clk0 -period $clk_period [get_ports {clk}]

set non_clock_inputs [all_inputs -no_clocks]
set_input_delay [expr $clk_period * $clk_io_pct] -clock clk0 $non_clock_inputs
set_output_delay [expr $clk_period * $clk_io_pct] -clock clk0 [all_outputs]
[/design/flow/config.mk]
export PLATFORM = sky130hd
export DESIGN_NAME = CannyEdge
export DESIGN_NICKNAME = CannyEdge
export VERILOG_FILES = /design/flow/design.v
export SDC_FILE = /design/flow/constraint.sdc
export NUM_CORES = 4
export LEC_CHECK = 1
export CORE_UTILIZATION = 30
[/design/flow/run.sh]
#!/bin/bash
# OpenROAD 26Q1-2900-gdf79404cd8, Yosys 0.63+post, stock flow scripts
make -C /OpenROAD-flow-scripts/flow DESIGN_CONFIG=/design/flow/config.mk WORK_HOME=/design/flow/orfs finish
[/design/flow/design.v]
`timescale 1ns/10ps
module CannyEdge(dAddrRegRow, dAddrRegCol, bWE, bCE, InData, OutData,
	OPMode, bOPEnable, dReadReg, dWriteReg,	clk, rst_b);
input 	[2:0]			dAddrRegRow, dAddrRegCol;
input				bWE, bCE;
input 	[8-1:0] 	InData;
output 	[8-1:0] 	OutData;
reg     [8-1:0] 	OutData;
input 	[2:0]			OPMode;
input 				bOPEnable;
input 	[3:0]			dReadReg, dWriteReg;
input				clk, rst_b;
reg 	[8-1:0]	regX[0:24];	 
reg 	[8-1:0]	regY[0:24];	 
reg 	[8-1:0]	regZ[0:24];	 
reg 	[8-1:0]	gf[0:24];	 
reg 	[8-1:0]	Out_gf, Out_gradient, Out_direction, Out_bThres;
reg 	[8-1:0]	Out_nms;
parameter 			dThresHigh = 15;
parameter			dThresLow = 10;
reg 		[31:0]		tpSum;
reg		[1:0]		IntSignal;
reg signed 	[31:0] 		Gx, Gy, fGx, fGy;
reg signed	[1:0]		dx, dy;
integer i,k,j,l;
reg 	[8-1:0]	sobelx[0:8];
reg 	[8-1:0]	sobely[0:8];
always @(clk or rst_b)
begin
	if(!rst_b)
	begin
		gf[0] =1;  gf[1] =3;  gf[2]=4;   gf[3]=3;   gf[4]=1;
		gf[5] =3;  gf[6] =7;  gf[7]=10;  gf[8]=7;   gf[9]=3;
		gf[10]=4;  gf[11]=10; gf[12]=16; gf[13]=10; gf[14]=4;
		gf[15]=3;  gf[16]=7;  gf[17]=10; gf[18]=7;  gf[19]=3;
		gf[20]=1;  gf[21]=3;  gf[22]=4;  gf[23]=3;  gf[24]=1;
		sobelx[0] =-1;  sobelx[1] =0;  sobelx[2]=1;   
		sobelx[3]=-2;   sobelx[4]=0;   sobelx[5] =2;  
		sobelx[6] =-1;  sobelx[7]=0;  sobelx[8]=1;
		sobely[0] =1;  sobely[1]=2;  sobely[2]=1;   
		sobely[3]=0;   sobely[4]=0;   sobely[5]=0;  
		sobely[6] =-1;  sobely[7]=-2;  sobely[8]=-1;
	end
end
always @(posedge clk or negedge rst_b)
begin
	if(!rst_b) begin
		IntSignal <= 2'b00;
	end
	else if(bCE==1'b0 && bWE==1'b0) 
	begin
		if(dWriteReg == 0)
			regX[dAddrRegRow*5+dAddrRegCol] <= InData;
        else if(dWriteReg == 1)
            regY[dAddrRegRow*5+dAddrRegCol] <= InData;
        else if(dWriteReg == 2)
            regZ[dAddrRegRow*5+dAddrRegCol] <= InData;
	end
	else if(bCE==1'b0 && bWE==1'b1)
	begin
		if(dReadReg == 0)
			OutData <= Out_gf;
        else if (dReadReg == 1)
            OutData <= Out_gradient;
        else if (dReadReg == 2)
            OutData <= Out_direction; 
        else if (dReadReg == 3)
            OutData <= Out_nms;
        else if (dReadReg == 4)
            OutData <= Out_bThres;
        else OutData <= 'hz;
	end
	else
	begin
	if(bOPEnable==1'b0)
	begin
		if(OPMode == 0)
		begin
			if(IntSignal == 2'b00)	begin
                tpSum=0;
                for (i =0; i< 5 ; i = i+1) 
                    for  (j =0; j< 5 ; j = j+1) begin
                         tpSum = tpSum + regX[i*5+j]*gf[i*5+j];
                    end
				IntSignal <= 2'b01;
			end
			else if(IntSignal == 2'b01) begin
                 Out_gf <= tpSum/128;
                 IntSignal <= 2'b10;
			end
			else begin
				Out_gf <= Out_gf;
				IntSignal <= IntSignal;
			end
		end
		else if(OPMode == 1)
		begin
			if(IntSignal == 2'b00)	begin
                Gx =0;
                Gy =0;
                for (i =0; i< 5 ; i = i+1) 
                    for  (j =0; j< 5 ; j = j+1) begin
                         Gx = Gx+regX[i*5+j]*sobelx[i*5+j];
                         Gy = Gy+regX[i*5+j]*sobely[i*5+j];
                    end
				IntSignal <= 2'b01;
			end
			else if(IntSignal == 2'b01) begin
				if (Gx[31]==1) Gx=-Gx;
				if (Gy[31]==1) Gy=-Gy;
                Out_gradient = (Gx + Gy) >> 3;
				IntSignal = 2'b10;
			end	
			else if(IntSignal == 2'b10) begin
				if(Gy < 0)
				begin
					fGx <= -Gx;
					fGy <= -Gy;
				end
				else
				begin
					fGx <= Gx;
					fGy <= Gy;
				end
				IntSignal <= 2'b11;
			end
			else if(IntSignal == 2'b11) begin
				if(fGx >=0)
				begin
                    if (fGy <= 0.4*fGx) Out_direction <= 0;
                    else if (fGy > 0.4*fGx && fGy <= 2.4*fGx) Out_direction <= 45; 
                    else if (Gy > 0.4*fGx && fGy > 2.4*fGx) Out_direction <= 90;
				    end
				else  
				begin
                    if (fGy <= -0.4*fGx) Out_direction <= 0;
                    else if (fGy > -0.4*fGx && fGy <= -2.4*fGx) Out_direction <= 135; 
                    else if (Gy > -0.4*fGx && fGy > -2.4*fGx) Out_direction <= 90;
				    end
				IntSignal <= IntSignal;
			end
		end
		else if(OPMode == 2)
		begin
			if(IntSignal == 2'b00) begin
                    if (regY[6] == 0) 
                        begin 
                            dx<=1;
                            dy<=0;
                        end
                    else if (regY[6] == 90) 
                        begin 
                            dx<=0;
                            dy<=1;
                        end    
                    else if (regY[6] == 45) 
                        begin 
                            dx<=-1;
                            dy<=1;
                        end
					else if (regY[6] ==135) begin
						dx <=1;
						dy<=1;
					end	
				IntSignal <= 2'b01;
			end
			else if(IntSignal == 2'b01) begin
				if (regX[6] >= regX[6+dx+(5*dy)] && regX[6] >= regX[6-dx-5*dy]) begin 
						regX[6+dx+(5*dy)] <=0;
						regX[6-dx-(5*dy)] <=0;
					end
				else if (regX[6] < regX[6+dx+(5*dy)] && regX[6] < regX[6-dx-(5*dy)]) regX[6] <=0;
				else regX[6] <=regX[6];
				Out_nms <=regX[6];
				IntSignal <= IntSignal;
			end
		end
		else if(OPMode == 3)
		begin
			if(IntSignal == 2'b00) begin
                    if (regY[6] == 0) 
                        begin 
                            dx<=0;
                            dy<=1;
                        end
                    else if (regY[6] == 90) 
                        begin 
                            dx<=1;
                            dy<=0;
                        end    
                    else if (regY[6] == 45) 
                        begin 
                            dx<=1;
                            dy<=1;
                        end
					else if (regY[6] ==135) begin
						dx <=-1;
						dy<=1;
					end	
				IntSignal <= 2'b01;
			end	
			else if(IntSignal == 2'b01) begin
				if(regX[6] >= dThresHigh)		 
					Out_bThres <= 1;
				else if(regX[6] <= dThresLow)		 
					Out_bThres <= 0;
				else					 
				begin
					if(regX[6-5*dy-dx] >= dThresHigh || regX[6+5*dy+dx] >= dThresHigh)
						Out_bThres <= 1;
					else if(regZ[6-5*dy-dx] == 1 || regZ[6+5*dy+dx] == 1)
						Out_bThres <= 1;
					else
						Out_bThres <= 0;
				end
				IntSignal <= IntSignal;
			end
		end
	end	
	else
		IntSignal <= 2'b00;
	end  
end
endmodule
==> Changelog: implementation <==
### Implementation results

- CTS tree: done
- Total CTS buffers: ~73
- Routed WL per cell: approximately 32 um
- Total grt overflow: 0
- Die X: between 300 and 400 um
- Final core utilization: 34.92%
- Critical Path Source: regX[17][3]
- Port-buffer cells: 37
- Ys cells: around 3.4k
- Area share of the largest cell type after synthesis: approximately 44%
- IO Count: 38
- Achievable Freq: ~120 MHz
- Crit path capture type: flop
- Worst Min Path Start: tpSum[7]
- Pre-antenna DRT Iters: 7
- Flip-flops with a built-in enable: a little under 600
- Min Tclk post-route: between 8000 and 9000 ps
- Slew @ Worst Pin: roughly 980 ps
- Critical path class: flop to flop
- Initial DRC count: 2896
- Worst-Skew Late Latency: about 690 ps
- Area Growth Syn to Fin: 14.95%
- Mapped cell area: 40090 sq um
- Worst Path Arrival: 8460 ps
- Critical Path Source Type: flop
- Final Hold Viols: 0
- Final Routed Wirelength: 170400 um
- Clock slew at reported path FFs: 50 ps
- GRT Total Usage: 26.60%
- Avg Cell Area, Syn: between 10 and 15 sq um
- Core Util at FP: a little under a third
- Hold Path Depth: 0
- Period Utilization, post-route: 65.49%
- Total die size: 135100 sq um
- Fin Setup TNS: 0 ps
- Worst R2R Start: regX[17][3]
- R2R Path End: tpSum[13]
- Clock tree buffer depth: 3
- Vias/cell: between 5 and 6
- Leakage: 17.79 nW
- Critical path's slowest cell: fa_1
- Reg2Reg Setup Slack: approximately 4200 ps
- Slowest cell delay on critical path: ~540 ps
- Largest net degree at the start of global routing: just over 80
- Post-Synthesis Cells: roughly 3.4k
- Filler cell count: 12.80k
- Logic area: roughly 20000 sq um
- Yosys top cell by area: edfxtp_1
- Yosys synthesis chip area: roughly 40000 sq um
- Netlist cell types: approximately 91
- Cts repair resizes: 0
- Top cells by area: edfxtp_1, fa_1, ha_1, inv_1, xnor2_1
- #FFs+latches synth: roughly 590
- Die height: 367.6 um
- H-tree Lvls: 3
- Register area share after synthesis: ~44%
- Crit-path max FO: 4
- Worst hold endpoint: Out_gf[0]
- FF/Latch Area: around 18000 sq um
- First-pass GRT wire length: around 240000 um
- Hold-fix buffers, CTS: 0
- Most used cell, CP: fa_1
- RSZ-0062 raised after global routing: no
- Routed vias: between 20k and 30k
- Final setup vio count: 0
- Peak supply drop: ~0.13 mV
- Max Cap Viol: 0
- Total clock sinks: slightly below 600
- Worst R2R Path Depth: 28
- Cell row count: 133
- Remaining antenna violation count: 0
- Min-delay worst type: flop to flop
- Post-route DRC violation count: 0
- Routability-driven placement congestion ratio: around 1.1
- Clk_skew: ~52 ps
- OpenROAD warnings: 45
- CORE AREA: approximately 130000 sq um
- Post-DP HPWL: roughly 130000 um
- Slew Limit Headroom: 34.35%
- Initial antenna violation count: 9
- Fraction of layout instances using a drive strength above 1: ~10%
- Main flop type: edfxtp_1
- Post-CTS Setup Bufs: 0
- CP required: 12700 ps
- Final Max Slew Viols: 0
- Pwr Density: approximately 120 nW/um^2
- Ys Warns: 18
- CTS Root Cell: clkbuf_16
- Status: finished, final reports clean
- Ys async rst share: less than 1%
- Vias in the first global route: 30.88k
cell families (layout without fill, tap and decap cells):
group           count (synthesis)  count (layout)  synth area share (%)
simple gates                  838             838                 10.61
buf+inv                       630             837                 5.936
compound gates                609             609                 10.75
flops                         586             586                 43.82
fa+ha+maj                     547             547                 23.05
xor+xnor                      152             152                 3.393
mux                            76              76                 2.431
other cells                     1               5              0.009354
power breakdown:
part	switching [mW]	internal, mW
Clock	0.952	1.33
Combinational	0.626	0.442
Sequential	0.0112	2.25
Total	1.59	4.02
metrics by stage:
stage                     hold slack, ps  cell area (sq um)  instances  total power [mW]  setup slack (ps)
after global placement             420.1              43550       5270             3.376              4269
after global routing               449.8              46080       5403             5.886              3733
after detailed placement           414.7              43550       5270             3.377              4262
after floorplan                    400.3              40100       3441             3.057              4784
after CTS                          426.4              46080       5403             5.650              4244
final                              425.7              46080       5405             5.611              4245
synth_stat cells (all sizes together), types with 9 or more instances:
cell and instances:
a221oi 31, nor4 44, a31oi 22, a211oi 25
nand4 37, mux4 16, nor3 121, o31ai 14
a22oi 44, o311ai 10, nand3 95, o21ai 73
o21a 23, a22o 16, a2111oi 16, buf 35
a32o 15, and3 14, a32oi 9, xnor2 84
o21bai 12, nor2b 42, mux2i 49, nand2 160
o2111ai 19, fa 319, o22ai 26, mux2 11
or3 22, ha 228, and2 42, a21oi 133
inv 498, a21o 35, edfxtp 581, nand2b 24
clkbuf 95, nor2 189, xor2 66
metal layers:
metal	routed length, um	GRT usage (%)	share of wire, %
met5	200	0.6410	0.12
met4	11570	13.54	6.8
met3	25080	15.84	15
met2	72670	37.17	43
met1	60900	32.82	36
flip-flops by register name, summed over array words and instances, names as in the netlist:
name,cells
regX,200
regZ,200
Gx,31
Gy,31
fGx,31
fGy,31
OutData,8
Out_gf,8
Out_gradient,8
Out_nms,8
regY,8
tpSum,8
Out_direction,6
IntSignal,4
dx,2
Out_bThres,1
dy,1
worst max-delay path by stage:
stage	to	slack, ps	depth (start not counted)
final	tpSum[13]	4250	28
after global routing	tpSum[13]	3730	28
after CTS	tpSum[13]	4240	28
critical path: cells and delay by family, from the launching register on:
kind	cells	cell delay (ps)
buffers and inverters	6	360
adder cells (fa/ha/maj)	12	5310
flip-flops	1	480
AND-OR/OR-AND	5	1030
AND/OR/NAND/NOR	3	420
XOR/XNOR	2	200
layout make-up:
cell class              count  share of cell area, %
well taps                1755                  4.765
clock buffers              83                  4.045
inverters                 500                  4.073
multi-input cells        2225                  43.98
repair buffers            204                  3.551
flip-flops and latches    586                  38.12
clock inverters            50                  1.450
diodes                      2                0.01086
placed cells by master (no fill, tap or decap), drive strengths merged, types with 49 or more instances in the layout:
cell type  count
o21ai         73
a21oi        133
ha           228
nor2         189
nor3         121
clkbuf        83
xor2          66
buf          167
nand2        160
edfxtp       581
xnor2         84
fa           319
mux2i         49
inv          501
nand3         95
Power is estimated from default activity; no workload was simulated.
