==> ./design.v <==
module Control_Unit (
	Load_XMT_DR,			 
	Load_XMT_shftreg,			 
	start,				 
	shift,				 
	clear,				 
	Load_XMT_datareg,			 
	Byte_ready,				 
	T_byte,				 
	BC_lt_BCmax,			 
	Clock,
	rst_b
	);
	parameter       one_hot_count = 3;               
      parameter       state_count = one_hot_count;     
      parameter       size_bit_count = 3;              
      parameter       idle = 3'b001;                   
      parameter       waiting = 3'b010;
      parameter       sending = 3'b100;
      parameter       all_ones = 9'b1_1111_1111;       
	output          Load_XMT_DR;                     
      output          Load_XMT_shftreg;                
      output          start;                           
      output          shift;                           
      output          clear;                           
	reg		    Load_XMT_DR, Load_XMT_shftreg, start, shift, clear;
      input           Load_XMT_datareg;                
      input           Byte_ready;                      
      input           T_byte;                          
      input           BC_lt_BCmax;                     
      input           Clock;
      input           rst_b;
	reg [state_count-1:0]	state, next_state;	 
	always @ (Load_XMT_datareg or Byte_ready or T_byte or BC_lt_BCmax or rst_b)
	begin
		case (state)
			idle 		: 	begin 
								if (Load_XMT_datareg==1'b1) begin Load_XMT_DR <= 1'b1; end
								else Load_XMT_DR <=0;
								if (Byte_ready==1'b1) begin
									Load_XMT_shftreg <=1;
									next_state <= waiting;
									start <=0;
									shift <=0;
									clear <= 0;
								end
								else begin 
								    next_state <=idle;
								    start <=0;
									shift <=0;
									clear <= 0;
									end
							end
			waiting		: 	begin 
								if (T_byte==1'b1) begin 
									start <=1;
									shift <=0;
									clear <= 0;
									next_state <= sending; 
									end
								else begin 
								    next_state <= waiting;
								    start <=0;
									shift <=0;
									clear <= 0;
									end
							end
			sending		: 	begin 
								if (BC_lt_BCmax ==1'b1) begin
								    start <=0;
								   	shift <=1;
									next_state <=sending;
									clear <= 0;
								end
								else begin
									clear <= 1;
									start <=0;
								   	shift <=0;
									next_state <= idle;
								end
							end
			default 	:   next_state <= idle;
        endcase
	end
	always @ (posedge Clock or negedge rst_b) 
	begin
		if(rst_b == 1'b0)
			state <= idle;
		else
			state <= next_state;
	end
endmodule
module Datapath_Unit (
	Serial_out,
	BC_lt_BCmax,
	Data_Bus,
	Load_XMT_DR,
	Load_XMT_shftreg,
	start,
	shift,
	clear,
	Clock,
	rst_b);
	parameter		word_size = 8;
	parameter		size_bit_count = 3;
	parameter		all_ones = {(word_size + 1){1'b1}};	 
	output		Serial_out;
	output	reg	BC_lt_BCmax;
	input [word_size-1:0]	Data_Bus;
	input			Load_XMT_DR;
	input			Load_XMT_shftreg;
	input			start;
	input			shift;
	input			clear;
	input 		Clock;
	input			rst_b;
	reg [word_size-1:0]	XMT_datareg;	 
	reg [word_size:0]		XMT_shftreg;	 
	reg [size_bit_count:0]	bit_count;		 
	assign Serial_out = XMT_shftreg[0];
	always @(posedge Clock or negedge rst_b)
	begin
		if (rst_b == 0) begin
			XMT_datareg <=0;
			XMT_shftreg <= 0;
			bit_count <=0;
			BC_lt_BCmax <=1;
		end
		else
		  begin
			if (Load_XMT_DR ==1) XMT_datareg <= Data_Bus;
			if (Load_XMT_shftreg == 1) XMT_shftreg[word_size:0] <= {XMT_datareg[word_size-1:0],1'b1};
			if (start ==1) XMT_shftreg[0] <= 0;
			if (shift==1) 	
			               begin 
									XMT_shftreg[8:0] <= {1,XMT_shftreg[8:1]}; 
									bit_count <= bit_count+1;
								end
			if (bit_count == 9) begin 
			             BC_lt_BCmax<=0; 
			                     end 
			 else begin 
			     BC_lt_BCmax<=1;
			     end
			if (clear==1) bit_count<=0;
			end
	end
endmodule
module UART_XMTR(Serial_out, Data_Bus, Load_XMT_datareg, Byte_ready, T_byte, Clock, rst_b);
	parameter word_size = 8;			 
    input Load_XMT_datareg;
   	input Byte_ready;
	input T_byte;
	input [word_size-1:0] Data_Bus;
	input Clock;
	input rst_b;
	output Serial_out;
	wire BC_lt_BCmax;
	wire Load_XMT_DR;
	wire Load_XMT_shftreg;
	wire start;
	wire shift;
	wire clear;
	Control_Unit CU0(
	.Load_XMT_DR(Load_XMT_DR),
	.Load_XMT_shftreg(Load_XMT_shftreg),		
	.start(start),			  	
	.shift(shift),		
	.clear(clear),	
	.Load_XMT_datareg(Load_XMT_datareg),
	.Byte_ready(Byte_ready),		 	 
	.T_byte(T_byte),			 
	.BC_lt_BCmax(BC_lt_BCmax),	 
	.Clock(Clock),
	.rst_b(rst_b)
	);
	Datapath_Unit DP0 (
	.Serial_out(Serial_out),
	.BC_lt_BCmax(BC_lt_BCmax),
	.Data_Bus(Data_Bus),
	.Load_XMT_DR(Load_XMT_DR),
	.Load_XMT_shftreg(Load_XMT_shftreg),
	.start(start),
	.shift(shift),
	.clear(clear),
	.Clock(Clock),
	.rst_b(rst_b)
	);
endmodule
==> ./run.sh <==
#!/bin/bash
# OpenROAD 26Q1-2900-gdf79404cd8, Yosys 0.63+post, stock flow scripts
make -C /OpenROAD-flow-scripts/flow DESIGN_CONFIG=/design/flow/config.mk WORK_HOME=/design/flow/orfs finish
==> ./config.mk <==
export PLATFORM = sky130hd
export DESIGN_NAME = UART_XMTR
export DESIGN_NICKNAME = UART_XMTR
export VERILOG_FILES = /design/flow/design.v
export SDC_FILE = /design/flow/constraint.sdc
export NUM_CORES = 4
export LEC_CHECK = 1
export CORE_AREA = 10 10 97 97
export DIE_AREA = 0 0 107 107
==> ./constraint.sdc <==
current_design UART_XMTR

set clk_period 1.5
set clk_io_pct 0.2

create_clock -name clk0 -period $clk_period [get_ports {Clock}]

set non_clock_inputs [all_inputs -no_clocks]
set_input_delay [expr $clk_period * $clk_io_pct] -clock clk0 $non_clock_inputs
set_output_delay [expr $clk_period * $clk_io_pct] -clock clk0 [all_outputs]
==> flow_summary.toml <==
# synthesis and place-and-route metrics
[critical_path]
crit_type = "register to output pin"
path_buffers = 1
rr_startpoint = "DP0.bit_count[0]"
max_stage_delay_ns = 0.46
slowest_stage = "clkdlybuf4s50_1"
path_cells = "clkdlybuf4s50_1"
startpoint = "DP0.XMT_shftreg[0]"
worst-path-max-fanout = 1
critPathLaunchType = "register"
critical_path_required_ns = 1.20
crit_family = "buffers and inverters"
end_kind = "output pin"
reg2reg_slack_ns = 0.43
cp.arrival_ns = 1.06

[routing]
diodes = 0
vias_per_cell = 3.011
drtAntennaViolNets = 0
drt_pass1_iterations = 2
drt_wl_total_microns = 1747
drt_iter0_markers = 26
drcViolationCount = 0
routedWlPerCell_microns = 9.195
vias = 572

[die]
core-area_sq_um = 7292
placementRows = 31
initCoreUtil = 0.1508
ioPinCount = 14
die_h_microns = 107
die_x_microns = 107
fp.dieArea_sq_um = 11450

[synth]
netlist_area_sq_um = 1100
top_area_cell = "dfrtp_1"
most_common_cell = "dfrtp_1"
ys_chip_area_sq_um = 1100
top_cells_by_count = "dfrtp_1, mux2_2, mux2_4, dlxtn_1, inv_1"
netlist_instances = 76
topCellsByArea = "dfrtp_1, mux2_2, mux2_4"
ys_ff = 29
ff_type = "dfrtp_1"
yosysTopAreaCellShare = 0.5233
synth_xor_xnor_area_share = 0.007964
avgSynthCellArea_sq_um = 14.47
yosysUniqueCellTypes = 27
synth-edff-count = 0
adder_share = 0.02275
ys_top_logic_family = "multiplexers"
yosys_cells = 76
ys_warn_count = 2
compound_area_frac = 0.03754
mux_share = 0.1809
simple_gate_share = 0.08646
async_flop_share = 0.8621

[placement]
hpwl_microns = 1268
numPortBuffers = 13
gp_congestion = 0.6861

[outcome]
outcome = "complete, no violations"

[sta]
skew_ns = 0.0007912
fmax_mhz = 733.2
final-hold-violation-count = 0
setup_viol = 0
worst_pin_slew_ns = 0.6691
tns_ns = 0
relSlewSlack = 0.5536
unclocked_pins = 4
rsz0062_at_grt = "false"
untimed_endpoints = 4
period_minus_slack_ns = 1.364
fin_crit_sh = 0.9092
slew_violations = 0

[flow_run]
warning_count = 26
cap_violations = 0

[clocking]
clk_path_buf_depth = 2
ctsHoldBuffers = 0
clk_latency_ns = 0.26
cts_max_level = 1
numCtsBuffers = 3
root_buffer = "clkbuf_8"
clkSlewWorstSetupHoldPaths_ns = 0.08
postCtsSetupBuffers = 0
cts_tree = "built"
post_cts_resized = 0

[power_and_ir_drop]
ir_drop_uv = 762.2
leakage_nw = 0.5727
power_density_nw_per_um2 = 1355

[grt]
grt_pass1_wl_microns = 2953
grt_start_max_net_pins = 26
grt_pass1_vias = 622
gr-usage-all-layers = 0.03166
antenna_found_initial = 0
overflow = 0

[finish]
synthToLayoutAreaGrowth_pct = 26.17
finish.utilization = 0.1903
drive_gt1_frac = 0.2857

[worst_hold_path]
hold_path_class = "input pin to async pin"
final timing paths:
kind / end / cells past startpoint
min in group clk0: DP0.XMT_shftreg[8] / 1
max in group asynchronous: CU0.state[0] / 2
worst max register to register: DP0.bit_count[1] / 3
worst min-delay path: DP0.XMT_datareg[2] / 2
worst max-delay path: Serial_out / 1
worst min register to register: DP0.XMT_shftreg[8] / 1
routing by layer:
| metal | wire (microns) | global-route usage |
|---|---|---|
| met1 | 962 | 0.04758 |
| met2 | 714 | 0.04522 |
| met3 | 70 | 0.01031 |
| met4 | 0 | 0.001934 |
| met5 | 0 | 0 |
flip-flops by register name (all words and copies together), names as in the netlist:
register and count:
DP0.XMT_datareg 8, CU0.state 3, DP0.XMT_shftreg 9, CU0.start 1, DP0.bit_count 4, DP0.BC_lt_BCmax 1
CU0.shift 1, CU0.Load_XMT_DR 1, CU0.clear 1
per-stage QoR:
stage	hold slack [ns]	std cells	cell area (sq um)	total power [mW]	worst slack, ns
after detailed placement	0.4488	186	1343	1.524	0.2204
after CTS	0.3873	190	1388	1.916	0.09465
after global routing	0.3927	190	1388	2.029	0.08361
final	0.3877	190	1388	1.880	0.1362
after floorplan	0.004409	76	1100	1.408	0.5158
after global placement	0.4488	186	1343	1.514	0.2460
report_power, final:
part,total [mW],switching (mW),leakage [nW],internal (mW)
Combinational,0.426,0.124,0.226,0.302
Clock,0.382,0.192,0.0228,0.189
Sequential,1.07,0.153,0.323,0.918
kinds of logic after synthesis:
group	Yosys count
DFF	25
muxes	16
and+or+nand+nor	16
AOI/OAI and AO/OA	6
buffers and inverters	6
latches	4
adders and majority gates	2
xor gates and xnor gates	1
area by class of cell:
class                      instances  area [sq um]
clock buffer                       4         45.04
timing repair buffer              14         150.1
sequential                        29         688.2
inverter                           3         11.26
multi-input combinational         41         369.1
tap                               99         123.9
fill                             826          5904
layout by cell type, fill, tap and decap left out, drive strengths merged:
master and n:
clkbuf 4, and2 2, clkdlybuf4s50 13, xnor2 1
a21bo 1, a21o 1, nand2 2, nand3b 2
inv 3, a21oi 2, dfstp 2, and2b 1
nor3 1, dlxtp 1, nor2b 1, nand2b 2
o21ai 2, buf 1, or2 2, mux2 16
nor2 2, ha 2, dlxtn 3, nand4 1
dfrtp 23
Power and IR drop assume default switching activity.
