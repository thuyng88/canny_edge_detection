[design/flow/design.v]
module WRAP_SRAM (DataBus, AddressBus, ControlBus, InData, OutData, Address, bCE, bWE, Breq, Bgnt, clk, bReset);
parameter 			AddressSize = 18;	 
parameter 			WordSize = 8;		 
output [AddressSize-1:0] 	Address;
reg [AddressSize-1:0] 		Address;
output [WordSize-1:0] 		InData;
reg [WordSize-1:0] 		InData;
output 				bCE, bWE;
reg 				bCE, bWE;
output 				Breq;
reg       			Breq;
input [WordSize-1:0] 		OutData;
input				Bgnt;
input 				bReset;
input 				clk;
inout [7:0]			DataBus;
inout [31:0]			AddressBus;
inout				ControlBus;
reg			IntEnable;
reg [3:0]   		cnt;
assign ControlBus = IntEnable? 1'b0 : 1'bz;
assign DataBus = IntEnable? OutData: 'bz;
always @(posedge clk)
begin
	   if(IntEnable==1'b1)				 
	   begin
		   if(AddressBus[31:28] == 4'b0001)	 
		   begin
            bCE <=  AddressBus[19];
            bWE <= AddressBus[18];
            Address <= AddressBus[17:0];
            InData <= DataBus;
		   end
		   else
		   begin
		        bCE <=  1'b1;
                bWE <= 1'b1;
                Address <= 'hz;
		   end
	   end
end
always @(posedge clk)
begin
   if(bReset==1'b0)
   begin
		IntEnable <= 1'b0;
		Breq <= 1'b0;
		cnt <= 0;
   end
   else
   begin
      if(IntEnable==1'b0)
	   begin
		   if(Bgnt==1'b1)
		   begin
			   IntEnable <= 1'b1;
			   Breq <= 1'b0;
			   cnt <= 1;
		   end
		   else if(AddressBus[31:28] == 4'b0001)
		   begin
			   IntEnable <= 1'b0;
			   Breq <= 1'b1;
		   end
		   else
		   begin
			   IntEnable <= 1'b0;
			   Breq <= 1'b0;
		   end
	   end
	   else if(AddressBus[31:28] != 4'b0001)
	   begin	
		      IntEnable <= 1'b0;
		      Breq <= 1'b0;
		      cnt <= 0;
	   end
	end
end
endmodule
[design/flow/run.sh]
#!/bin/bash
# OpenROAD 26Q1-2900-gdf79404cd8, Yosys 0.63+post, stock flow scripts
make -C /OpenROAD-flow-scripts/flow DESIGN_CONFIG=/design/flow/config.mk WORK_HOME=/design/flow/orfs finish
[design/flow/config.mk]
export PLATFORM = sky130hd
export DESIGN_NAME = WRAP_SRAM
export DESIGN_NICKNAME = WRAP_SRAM
export VERILOG_FILES = /design/flow/design.v
export SDC_FILE = /design/flow/constraint.sdc
export NUM_CORES = 4
export LEC_CHECK = 1
export CORE_AREA = 10 10 85 85
export DIE_AREA = 0 0 95 95
[design/flow/constraint.sdc]
current_design WRAP_SRAM

set clk_period 1.7
set clk_io_pct 0.2

create_clock -name clk0 -period $clk_period [get_ports {clk}]

set non_clock_inputs [all_inputs -no_clocks]
set_input_delay [expr $clk_period * $clk_io_pct] -clock clk0 $non_clock_inputs
set_output_delay [expr $clk_period * $clk_io_pct] -clock clk0 [all_outputs]
==> reports/qor.txt <==
result of the run - did not finish
Fail Step - global routing
Run Error - [ERROR RSZ-0074] Failed to build tree from global routes for pin 'input9/X' and net 'OutData[6]' at grid (31050, 79350): found route to 1 pins, expected 2
TritonCTS buffer count - 5
Main logic family - buffers and inverters
clk buf depth - 2
number of cells produced by synthesis - 49
Vert. Die Dim - 95 µm
die boundary width - 95 µm
cell at the root of the clock tree - clkbuf_8
yosys warns - 4
average size of a mapped cell - 21.1 µm²
area of the mapped netlist - 0.00103 mm²
hold buffers post-CTS - 0
IO Port Bufs - 39
total placed cells including tap cells - 153
maximum number of pins on one net before global-route repair - 21
synthesized-area fraction occupied by ao, oa, aoi and oai cells - 0.0194
number of H-tree levels - 2
xor/xnor cell area share of the yosys netlist - 0
post-synth cell types - 11
Synthesized registers - 30
initial cell density of the core - 0.189
cells in synth_stat.txt - 49
number of resized instances in the post-cts repair step - 0
area of the synthesized netlist per yosys stat - 0.00103 mm²
instance area after placement - 0.00147 mm²
part of the Yosys area used for sequential elements - 0.852
final RePlAce weighted congestion - 0.799
multiplexer fraction of the synthesized cell area - 0
total I/O pin count - 81
Placement Rows - 27
Post-CTS Setup Bufs - 0
AND/OR/NAND/NOR Cells, Area Fraction - 0.0557
clk sink count - 30
count of endpoints without a timing constraint - 32
adder and majority gate portion of the synthesized area - 0
[per-stage QoR]
step | power (mW) | utilization | setup WS, ns
floorplan | 0.880 | - | 0.216
global placement | 0.943 | 0.269 | 0.377
detailed placement | 0.944 | 0.269 | 0.367
CTS | 1.48 | 0.284 | 0.246
[cell usage after synthesis]
library cell  instances  share of area
edfxtp_1             28           0.81
inv_1                 1         0.0036
nor4b_4               1          0.023
and2_1                1         0.0061
buf_4                 9          0.065
and3b_1               1         0.0085
o2111a_1              1          0.011
dfxtp_1               2          0.039
a31o_1                1         0.0085
conb_1                1         0.0036
nand2b_1              3          0.018
[cell families after synthesis]
| family | after synthesis |
|---|---|
| buf+inv | 10 |
| simple gates | 6 |
| compound gates | 2 |
| other cells | 1 |
| flops | 30 |
Power figures rest on the tool's default switching activity, not on a simulated workload.
